--- flow/config.mk ---
export PLATFORM = sky130hd
export DESIGN_NAME = axis_async_fifo
export DESIGN_NICKNAME = axis_async_fifo
export VERILOG_FILES = /design/flow/design.v
export SDC_FILE = /design/flow/constraint.sdc
export NUM_CORES = 4
export LEC_CHECK = 1
export CORE_UTILIZATION = 40
export SYNTH_HDL_FRONTEND = slang
--- flow/constraint.sdc ---
current_design axis_async_fifo

set clk_period 21.7
set clk_io_pct 0.2

create_clock -name clk0 -period $clk_period [get_ports {m_axis_aclk}]
create_clock -name clk1 -period $clk_period [get_ports {s_axis_aclk}]

set non_clock_inputs [all_inputs -no_clocks]
set_input_delay [expr $clk_period * $clk_io_pct] -clock clk0 $non_clock_inputs
set_output_delay [expr $clk_period * $clk_io_pct] -clock clk0 [all_outputs]
--- flow/design.v ---
`timescale 1ns / 1ps
module axis_async_fifo #(
    parameter int DATA_WIDTH   = 32,
    parameter int ADDR_WIDTH   = 5,       
    parameter bit FWFT_EN      = 1,       
    parameter bit PACKET_MODE  = 0,       
    parameter int MAX_PKT_SIZE = 128      
  ) (
    input  logic                   s_axis_aclk,
    input  logic                   s_axis_aresetn,
    input  logic [DATA_WIDTH-1:0]  s_axis_tdata,
    input  logic                   s_axis_tlast,
    input  logic                   s_axis_tvalid,
    output logic                   s_axis_tready,
    input  logic                   m_axis_aclk,
    input  logic                   m_axis_aresetn,
    output logic [DATA_WIDTH-1:0]  m_axis_tdata,
    output logic                   m_axis_tlast,
    output logic                   m_axis_tvalid,
    input  logic                   m_axis_tready,
    output logic [(2**ADDR_WIDTH)-1:0] m_axis_data_count,   
    output logic [(2**ADDR_WIDTH)-1:0] m_axis_pkt_count     
  );
  localparam int DEPTH = 2**ADDR_WIDTH;
  localparam int PAYLOAD_WIDTH = DATA_WIDTH + 1;  
  function automatic logic [ADDR_WIDTH:0] gray2bin(input logic [ADDR_WIDTH:0] gray);
    logic [ADDR_WIDTH:0] bin;
    bin[ADDR_WIDTH] = gray[ADDR_WIDTH];
    for (int i = ADDR_WIDTH-1; i >= 0; i--)
    begin
      bin[i] = bin[i+1] ^ gray[i];
    end
    return bin;
  endfunction
  logic [PAYLOAD_WIDTH-1:0] s_payload_packed, m_payload_packed;
  logic [PAYLOAD_WIDTH-1:0] mem [0:DEPTH-1];
  logic [ADDR_WIDTH:0] w_ptr_bin, w_ptr_gray, w_ptr_gray_next, w_ptr_bin_next;
  logic [ADDR_WIDTH:0] r_ptr_bin, r_ptr_gray, r_ptr_gray_next, r_ptr_bin_next;
  logic [ADDR_WIDTH:0] w_ptr_gray_sync, r_ptr_gray_sync;
  logic [ADDR_WIDTH:0] meta_wr, meta_rd;
  logic [ADDR_WIDTH:0] w_pkt_bin, w_pkt_gray, w_pkt_gray_next, w_pkt_bin_next;
  logic [ADDR_WIDTH:0] r_pkt_bin;
  logic [ADDR_WIDTH:0] w_pkt_gray_sync;  
  logic full, empty;
  logic                     fifo_valid_gated;
  logic                     fifo_valid_raw;
  logic                     fifo_ready;
  logic [PAYLOAD_WIDTH-1:0] fifo_data;
  assign s_payload_packed = {s_axis_tlast, s_axis_tdata};
  assign full = (w_ptr_gray_next == {~r_ptr_gray_sync[ADDR_WIDTH:ADDR_WIDTH-1], r_ptr_gray_sync[ADDR_WIDTH-2:0]});
  wire write_en = s_axis_tvalid && s_axis_tready;
  assign w_ptr_bin_next  = w_ptr_bin + write_en;
  assign w_ptr_gray_next = (w_ptr_bin_next >> 1) ^ w_ptr_bin_next;
  wire pkt_write_en = write_en && s_axis_tlast;
  assign w_pkt_bin_next  = w_pkt_bin + pkt_write_en;
  assign w_pkt_gray_next = (w_pkt_bin_next >> 1) ^ w_pkt_bin_next;
  always_ff @(posedge s_axis_aclk) if (!s_axis_aresetn)
    begin
      w_ptr_bin  <= '0;
      w_ptr_gray <= '0;
      w_pkt_bin  <= '0;
      w_pkt_gray <= '0;
    end
    else
    begin
      w_ptr_bin  <= w_ptr_bin_next;
      w_ptr_gray <= w_ptr_gray_next;
      w_pkt_bin  <= w_pkt_bin_next;
      w_pkt_gray <= w_pkt_gray_next;
      s_axis_tready <= !full;
      if (write_en)
      begin
        mem[w_ptr_bin[ADDR_WIDTH-1:0]] <= s_payload_packed;
      end
    end
  always_ff @(posedge s_axis_aclk or negedge s_axis_aresetn)
  begin
    if (!s_axis_aresetn)
      r_ptr_gray_sync <= '0;
    else
    begin
      logic [ADDR_WIDTH:0] meta;
      meta <= r_ptr_gray;
      r_ptr_gray_sync <= meta;
    end
  end
  always_ff @(posedge m_axis_aclk or negedge m_axis_aresetn)
  begin
    if (!m_axis_aresetn)
      w_ptr_gray_sync <= '0;
    else
    begin
      meta_wr <= w_ptr_gray;
      w_ptr_gray_sync <= meta_wr;
    end
  end
  always_ff @(posedge m_axis_aclk or negedge m_axis_aresetn)
  begin
    if (!m_axis_aresetn)
      w_pkt_gray_sync <= '0;
    else
    begin
      meta_rd <= w_pkt_gray;
      w_pkt_gray_sync <= meta_rd;
    end
  end
  logic [ADDR_WIDTH:0] w_ptr_bin_sync;
  logic [ADDR_WIDTH:0] w_pkt_bin_sync;
  always_comb w_ptr_bin_sync = gray2bin(w_ptr_gray_sync);
  always_comb w_pkt_bin_sync = gray2bin(w_pkt_gray_sync);
  assign m_axis_data_count = w_ptr_bin_sync - r_ptr_bin;
  assign m_axis_pkt_count  = w_pkt_bin_sync - r_pkt_bin;
  assign empty = (r_ptr_gray == w_ptr_gray_sync);
  assign fifo_data = mem[r_ptr_bin[ADDR_WIDTH-1:0]];
  assign fifo_valid_raw = !empty;
  assign fifo_valid_gated = (PACKET_MODE) ? (fifo_valid_raw && (m_axis_pkt_count > 0))
         : fifo_valid_raw;
  wire core_read_en = fifo_valid_gated && fifo_ready;
  assign r_ptr_bin_next  = r_ptr_bin + (core_read_en ? 1'b1 : 1'b0);
  assign r_ptr_gray_next = (r_ptr_bin_next >> 1) ^ r_ptr_bin_next;
  wire pkt_read_en = core_read_en && fifo_data[PAYLOAD_WIDTH-1];  
  always_ff @(posedge m_axis_aclk or negedge m_axis_aresetn)
  begin
    if (!m_axis_aresetn)
    begin
      r_ptr_bin  <= '0;
      r_ptr_gray <= '0;
      r_pkt_bin  <= '0;
    end
    else
    begin
      r_ptr_bin  <= r_ptr_bin_next;
      r_ptr_gray <= r_ptr_gray_next;
      if (pkt_read_en)
        r_pkt_bin <= r_pkt_bin + 1;
    end
  end
  generate
    if (FWFT_EN)
    begin : gen_skid_buffer
      logic [PAYLOAD_WIDTH-1:0] skid_data_reg, out_data_reg;
      logic skid_valid, out_valid;
      assign fifo_ready = !skid_valid;
      always_ff @(posedge m_axis_aclk or negedge m_axis_aresetn)
      begin
        if (!m_axis_aresetn)
        begin
          skid_valid    <= 1'b0;
          out_valid     <= 1'b0;
          skid_data_reg <= '0;
          out_data_reg  <= '0;
        end
        else
        begin
          if (fifo_ready && fifo_valid_gated)
          begin
            skid_valid    <= 1'b1;
            skid_data_reg <= fifo_data;
          end
          else if (m_axis_tready && out_valid)
          begin
            skid_valid <= 1'b0;
          end
          if (m_axis_tready || !out_valid)
          begin
            if (skid_valid)
            begin
              out_valid    <= 1'b1;
              out_data_reg <= skid_data_reg;
            end
            else if (fifo_valid_gated && fifo_ready)
            begin
              out_valid    <= 1'b1;
              out_data_reg <= fifo_data;
            end
            else
            begin
              out_valid    <= 1'b0;
            end
          end
        end
      end
      assign m_axis_tvalid    = out_valid;
      assign m_payload_packed = out_data_reg;
    end
    else
    begin : gen_simple_reg
      assign m_axis_tvalid    = fifo_valid_gated;
      assign m_payload_packed = fifo_data;
      assign fifo_ready       = m_axis_tready;
    end
  endgenerate
  assign {m_axis_tlast, m_axis_tdata} = m_payload_packed;
endmodule
--- flow/run.sh ---
#!/bin/bash
# OpenROAD 26Q1-2900-gdf79404cd8, Yosys 0.63+post, stock flow scripts
make -C /OpenROAD-flow-scripts/flow DESIGN_CONFIG=/design/flow/config.mk WORK_HOME=/design/flow/orfs finish
==> changes_impl.md <==
### Physical design

* Post-synthesis sequential element count at about 1200
* Critical Path RT at 17.36 ns
* Via Count at between 20000 and 25000
* Xor/xnor share at 1.11%
* Kind of end point of the critical path: primary output
* PortBufs at 136
* Crit start category: register
* First-pass GRT wire length at 159 mm
* Share of layout cells above drive strength 1 at between 20% and 30%
* Ys async rst share at about 8.6%
* Area Overhead vs Synth at 14.6%
* Post-CTS sizing at 0
* Most common reg cell: edfxtp_1
* Rows at 125
* Fillers at 9421
* Tool Warnings at 30
* Number of routed nets with antenna violations at 0
* RSZ-0062 raised after global routing: false
* Yosys adder share at 0.588%
* Cts hold-fix bufs at 0
* Top-area cell share at 68.3%
* Highest net fanout along the worst path at 26
* CP Class: reg -> out
* Status: completed
* Chip area at 120000 sq um
* Max Cap Viol at 0
* Clock Pin Slew Worst Setup and Hold Paths at 0.08 ns
* Max-slew headroom at 45.2%
* Largest net degree at the start of global routing at ~110
* Iter 0 DRT Violations at roughly 1200
* Cell total in the yosys stat output at 2232
* Vias in the first global route at 23800
* Yosys Chip Area at 47300 sq um
* Gate Count Post-Synth at about 2200
* Syn Area/Cell at 21.2 sq um
* Most instantiated library cell after synthesis: edfxtp_1
* GRT Util Overall at approximately 20%
* Grt ovf at 0
* Core area at around 120000 sq um
* Antenna violations before repair at 1
* Unique cell type count in the Yosys netlist at 46
* Total negative setup slack at 0 ns
* Largest register FFs at 1056
* Final wirelength at 107 mm
* Drt wl/cell at 26.4 um
* Sequential share of the synthesized area at 74.7%
* Chip width at around 350 um
* Synth mux share at a little under a fifth
* Crit path DAT at 3.82 ns
* Mapped Area at 47300 sq um
* EDFF count, synth at 1075
* Pwr dens at 122 nW/um^2
* Peak supply drop at 0.0000894 V
* Pleak at 0.0181 uW
* Overall Power at 6610 uW
* Post-CTS setup buffers at 0
* DRC errors left at 0
* Final worst clock skew at approximately 0.019 ns
* Die H at 346 um
* GPL Wtd Cong at 0.848
* Compound-Gate Fraction of Synth Area at 0.728%
* Final setup violation count at 0
* 1st-pass router iterations at 5
* Simple share at 1.47%
* Yosys warns at 0
* Top cells, area: edfxtp_1, mux4_2, dfrtp_1, mux2i_1, mux2_2
* Vias per cell at 5.35
* Total clock sinks at 1200
* Multi-input logic area at 11100 sq um
* Worst-Margin Slew at between 0.7 and 0.8 ns
* Max Slew Vio Count at 0
* Init Core Util at around two fifths
* Final hold vios at 0
* Num ports at 138
* CTS tree: done
* Hold WC Path Type: reg -> reg
* Detailed placement HPWL at 62.1 mm
* Dominant comb cell: multiplexers
* Yosys top cell by area: edfxtp_1
* Register Area at around 35000 sq um
* Top cells by count: edfxtp_1, mux4_2, mux2i_1, dfrtp_1, mux2_2
==> stage by stage <==
stage	hold slack [ns]	cell area [sq um]	cells	utilization (%)	worst slack, ns
floorplan	0.331	47300	2232	-	13.89
global placement	0.333	50500	3827	43.3	13.96
detailed placement	0.334	50500	3827	43.3	13.92
CTS	0.138	54100	4041	46.4	13.50
global route	0.182	54100	4041	46.4	13.17
finish	0.158	54100	4042	46.4	13.54
==> logic make-up (layout without fill, tap and decap cells) <==
| logic type | after synthesis | count (layout) |
|---|---|---|
| flops | 1200 | 1200 |
| fa+ha+maj | 21 | 21 |
| buf+inv | 181 | 466 |
| simple gates | 147 | 147 |
| xor+xnor | 60 | 60 |
| other cells | 0 | 1 |
| mux | 561 | 561 |
| compound gates | 62 | 62 |
==> layout by cell type, fill, tap and decap left out, drive strengths merged, types with 7 or more instances in the layout <==
cell type,Yosys,final
edfxtp,1075,1075
clkbuf,35,145
dfxtp,22,22
inv,22,30
xor2,34,34
nand2b,7,7
mux4,264,264
xnor2,26,26
ha,19,19
mux2i,199,199
and2,20,20
clkinv,1,54
nor2b,7,7
clkdlybuf4s50,0,134
dfrtp,103,103
buf,123,95
nor2,40,40
mux2,98,98
o21ai,44,44
nand2,50,50
==> layout make-up <==
class                   count  share of cell area, %
diodes                      1                0.00462
clock buffers             145                   5.68
clock inverters            69                   1.02
inverters                  23                  0.178
multi-input cells         851                   20.6
flip-flops and latches   1200                   65.2
well taps                1524                   3.52
repair buffers            229                   3.81
==> routing by layer <==
layer  up-vias  wire length, um  global-route usage, %
li1       9371                -                      -
met1     10900            37600                   25.7
met2      1252            50700                   29.3
met3       128            16400                   14.2
met4         4             2080                   3.20
met5         -              123                  0.640
==> power by group <==
part | switching, uW | internal, uW
logic | 1000 | 965
clock network | 851 | 1080
registers | 95.8 | 2620
total | 1950 | 4660
==> critical path, cell delays in order, from the launching register on <==
cell and delay, ns:
dfrtp_1 0.40, xor2_1 0.24, xnor2_1 0.19, xor2_1 0.24, xor2_1 0.33, xor2_1 0.18, ha_1 0.21, fa_1 0.23
nor2b_1 0.06, o21ai_0 0.16, nand2b_1 0.11, a21o_1 0.18, a21oi_1 0.14, buf_4 0.25, clkdlybuf4s50_1 0.50
==> final timing paths <==
kind	from	endpoint	slack, ns	cells after the start
min reg2reg	r_ptr_bin[5]$_DFF_PN0_	register	0.16	0
min	r_ptr_bin[5]$_DFF_PN0_	register	0.16	0
max in group asynchronous	m_axis_aresetn	gen_skid_buffer.out_data_reg[16]$_DFFE_PN0P_	16.29	3
min in group asynchronous	m_axis_aresetn	m_axis_tvalid$_DFFE_PN0P_	3.89	1
max reg2reg	r_ptr_bin[0]$_DFF_PN0_	gen_skid_buffer.skid_data_reg[0]$_DFFE_PN0P_	16.90	8
max in group clk1	s_axis_aresetn	mem[20][14]$_DFFE_PP_	15.22	7
min in group clk0	meta_wr[0]$_DFFE_PP_	w_ptr_gray_sync[0]$_DFF_PN0_	0.36	0
max	w_ptr_gray_sync[4]$_DFF_PN0_	m_axis_data_count[12]	13.54	14
Power and IR drop assume default switching activity.
