==> design/flow/design.v <==
`timescale 1ns / 1ps
module cdc_handshake #(
    parameter int WIDTH       = 32,
    parameter int SYNC_STAGES = 2
  )(
    input  logic             w_clk,
    input  logic             w_reset_n,
    input  logic [WIDTH-1:0] w_data,
    input  logic             w_valid,
    output logic             w_ready,
    input  logic             r_clk,
    input  logic             r_reset_n,
    output logic [WIDTH-1:0] r_data,
    output logic             r_valid
  );
  logic w_req_toggle;
  logic r_ack_toggle;
  logic [WIDTH-1:0] w_data_reg;
  logic w_ack_sync;
  cdc_sync #(
             .STAGES(SYNC_STAGES),
             .INITIAL_VAL(1'b0)
           ) ack_sync_inst (
             .clk(w_clk),
             .reset_n(w_reset_n),
             .d(r_ack_toggle),
             .q(w_ack_sync)
           );
  assign w_ready = (w_req_toggle == w_ack_sync);
  always_ff @(posedge w_clk or negedge w_reset_n)
  begin
    if (!w_reset_n)
    begin
      w_req_toggle <= 1'b0;
      w_data_reg   <= '0;
    end
    else if (w_valid && w_ready)
    begin
      w_req_toggle <= ~w_req_toggle;
      w_data_reg   <= w_data;
    end
  end
  logic r_req_sync;
  cdc_sync #(
             .STAGES(SYNC_STAGES),
             .INITIAL_VAL(1'b0)
           ) req_sync_inst (
             .clk(r_clk),
             .reset_n(r_reset_n),
             .d(w_req_toggle),
             .q(r_req_sync)
           );
  logic r_req_sync_q;
  assign r_valid = (r_req_sync ^ r_req_sync_q);
  always_ff @(posedge r_clk or negedge r_reset_n)
  begin
    if (!r_reset_n)
    begin
      r_req_sync_q <= 1'b0;
      r_ack_toggle <= 1'b0;
      r_data       <= '0;
    end
    else
    begin
      r_req_sync_q <= r_req_sync;
      if (r_valid)
      begin
        r_ack_toggle <= ~r_ack_toggle;
        r_data       <= w_data_reg;  
      end
    end
  end
endmodule
`timescale 1ns / 1ps
module cdc_sync #(
    parameter int STAGES      = 2,
    parameter bit INITIAL_VAL = 1'b0
  )(
    input  logic clk,
    input  logic reset_n,
    input  logic d,
    output logic q
  );
  logic [STAGES-1:0] sync_regs;
  always_ff @(posedge clk or negedge reset_n)
  begin
    if (!reset_n)
    begin
      sync_regs <= {STAGES{INITIAL_VAL}};
    end
    else
    begin
      sync_regs <= {sync_regs[STAGES-2:0], d};
    end
  end
  assign q = sync_regs[STAGES-1];
endmodule
==> design/flow/run.sh <==
#!/bin/bash
# OpenROAD 26Q1-2900-gdf79404cd8, Yosys 0.63+post, stock flow scripts
make -C /OpenROAD-flow-scripts/flow DESIGN_CONFIG=/design/flow/config.mk WORK_HOME=/design/flow/orfs finish
==> design/flow/config.mk <==
export PLATFORM = sky130hd
export DESIGN_NAME = cdc_handshake
export DESIGN_NICKNAME = cdc_handshake
export VERILOG_FILES = /design/flow/design.v
export SDC_FILE = /design/flow/constraint.sdc
export NUM_CORES = 4
export LEC_CHECK = 1
export CORE_UTILIZATION = 50
export SYNTH_HDL_FRONTEND = slang
==> design/flow/constraint.sdc <==
current_design cdc_handshake

set clk_period 3.6
set clk_io_pct 0.2

create_clock -name clk0 -period $clk_period [get_ports {r_clk}]
create_clock -name clk1 -period $clk_period [get_ports {w_clk}]

set non_clock_inputs [all_inputs -no_clocks]
set_input_delay [expr $clk_period * $clk_io_pct] -clock clk0 $non_clock_inputs
set_output_delay [expr $clk_period * $clk_io_pct] -clock clk0 [all_outputs]
==> Changelog: implementation <==
## Flow update

- Worst path required time: approximately 3800 ps
- Layout cell share with drive strength beyond 1: 0.365
- Dominant flop cell: dfrtp_1
- Starting DRT DRC Count: around 62
- Max-cap violations: 0
- Routed WL per cell: around 16 um
- Critical path peak fanout: 21
- Setup crit start: w_valid
- Syn Inst Count: around 150
- Post-route design area: around 3600 um^2
- Avg Cell Area, Syn: roughly 18 um^2
- R2R Path End: w_data_reg[20]
- Tool Warnings: 27
- Peak VDD IR: around 0.00082 V
- Buffers on Ports: 69
- DP HPWL: 2970 um
- Area delta synth->final: 33.4%
- Worst slew pin tran: slightly below 800 ps
- Top cells by area: dfrtp_1 (65%), mux2_4 (16%), mux2_2 (13%), buf_6 (2.1%), xnor2_2 (1.2%)
- Final core utilization: 0.705
- DRC viols: 0
- Distinct cells, synth: 12
- Rows: 26
- Tot GR Track Use: 0.196
- Clk sinks: around 70
- Die Y: approximately 76 um
- Post-CTS Setup Bufs: 0
- Worst reg2reg startpoint: w_req_toggle
- PwrDens: 947 nW/um^2
- Synth Cell Area: around 2700 um^2
- Area leader, netlist: dfrtp_1
- Routability cong.: ~0.76
- Lkg Pwr: roughly 1.6 nW
- Initial antenna violation count: 0
- Core Region: a little over 5000 um^2
- Die area: between 5000 and 6000 um^2
- RSZ-0062 raised after global routing: no
- Final setup violation count: 0
- Final hold vios: 0
- Post-CTS Hold Buffers: 0
- Final wirelength: 4740 um
- Gr ovfl total: 0
- Crit path launch type: input pin
- Initial core utilization: 0.529
- CP Capture Point: w_data_reg[20]
- Cell Area, Placed: 3470 um^2
- Post-cts resize count: 0
- First-pass GRT wire length: slightly above 8000 um
- Via/cell ratio: approximately 4.9
- TNS Setup: 0 ps
- FF-to-FF path depth: 4
- Synth flops: about 71
- WHS: 360 ps
- CTS tree: built
- Max Clock Skew: 5.72 ps
- Max_slew headroom: 0.474
- Layout fillers: 331
- Flop-to-flop setup slack: about 1700 ps
- YS warnings: 0
- I/O pins: between 70 and 80
- Crit Path Class: in -> reg
- DRT Pass-1 Iters: 4
- Top-count cell post-synth: dfrtp_1
- Vias: 1473
- Largest net degree at the start of global routing: 37
- Sequential fraction of the synthesis area: 0.650
- Yosys Chip Area: 2730 um^2
- Count of pins over their slew limit: 0
- Vias in the first global route: around 1700
- Endpoint class of the critical path: flip-flop
- Dominant cell area share: 0.650
- Yosys cell count: around 150
- Class of the worst hold path: reg -> reg
- Async set-reset flop share out of synthesis: 1.00
- DIE WIDTH: approximately 76 um
- Antenna Cells: 0
- EDFF count, synth: 0
- Clock transition at the registers of the reported paths: approximately 70 ps
- Status: finished clean
- Antenna Nets Post-Route: 0
- Top cells by count, synth: dfrtp_1 (71), mux2_2 (32), mux2_4 (30)
- Worst EP arrival: about 2400 ps
## metrics by stage
stage | worst slack [ps] | instances | power [mW]
detailed placement | 1040 | 284 | 2.91
finish | 1350 | 300 | 3.45
global placement | 1070 | 284 | 2.87
floorplan | 1910 | 148 | 2.34
global route | 1280 | 300 | 3.70
CTS | 1340 | 300 | 3.50
## per-layer routing
layer  GRT usage  wire length, um
met5           0                0
met4      0.0346               98
met3      0.0673              368
met2       0.271             2090
met1       0.332             2180
## how the worst min path moves through the flow
stage | from | end | slack [ps] | cells past startpoint
after CTS | ack_sync_inst.sync_regs[0] | ack_sync_inst.sync_regs[1] | 360 | 0
final | ack_sync_inst.sync_regs[0] | ack_sync_inst.sync_regs[1] | 360 | 0
after global routing | req_sync_inst.sync_regs[0] | req_sync_inst.sync_regs[1] | 380 | 0
## final cells by class
type	count	area, um^2	share of cell area
Multi-Input combinational cell	70	901	0.247
Clock buffer	13	159	0.0436
Tap cell	70	87.6	0.0240
Clock inverter	3	15.0	0.00412
Sequential cell	71	1780	0.487
Inverter	1	3.75	0.00103
Timing Repair Buffer	72	703	0.193
## cell families after synthesis
family	synth area share
and+or+nand+nor	0.00366
buffers and inverters	0.0247
muxes	0.305
DFF	0.650
AOI/OAI and AO/OA	0.00183
xor gates and xnor gates	0.0151
## worst max-delay path, stage by stage
cell and delay (ps):
clkdlybuf4s50_1 450, nand2_2 540, buf_4 370, mux2_4 320
## cell usage in the layout, fill, tap and decap left out
cell type         n
clkbuf_1          2
mux2_1            2
xnor2_2           1
nor2_1            1
a21oi_1           1
buf_4             3
mux2_2           32
clkbuf_8         11
xnor2_4           1
dfrtp_1          71
clkinv_2          3
clkdlybuf4s50_1  67
buf_2             2
nand2_2           1
xnor2_1           1
inv_1             1
mux2_4           30
## power by group
part	total [mW]	internal [mW]	switching, mW
clock network	0.567	0.288	0.278
registers	1.44	1.22	0.217
logic	1.45	1.05	0.393
total	3.45	2.56	0.887
Power figures rest on the tool's default switching activity, not on a simulated workload.
